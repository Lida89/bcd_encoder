===== config.mk =====
export PLATFORM = sky130hd
export DESIGN_NAME = DE1_SOC_golden_top
export DESIGN_NICKNAME = DE1_SOC_golden_top
export VERILOG_FILES = /design/flow/design.v
export SDC_FILE = /design/flow/constraint.sdc
export NUM_CORES = 4
export LEC_CHECK = 1
export CORE_AREA = 10 10 147 147
export DIE_AREA = 0 0 157 157
export SYNTH_HDL_FRONTEND = slang

===== constraint.sdc =====
current_design DE1_SOC_golden_top

set clk_period 4.7
set clk_io_pct 0.2

create_clock -name clk0 -period $clk_period [get_ports {CLOCK_50}]

set non_clock_inputs [all_inputs -no_clocks]
set_input_delay [expr $clk_period * $clk_io_pct] -clock clk0 $non_clock_inputs
set_output_delay [expr $clk_period * $clk_io_pct] -clock clk0 [all_outputs]

===== design.v =====
module DE1_SOC_golden_top(
      inout              ADC_CS_N,
      output             ADC_DIN,
      input              ADC_DOUT,
      output             ADC_SCLK,
      input              AUD_ADCDAT,
      inout              AUD_ADCLRCK,
      inout              AUD_BCLK,
      output             AUD_DACDAT,
      inout              AUD_DACLRCK,
      output             AUD_XCK,
      input              CLOCK2_50,
      input              CLOCK3_50,
      input              CLOCK4_50,
      input              CLOCK_50,
      output      [12:0] DRAM_ADDR,
      output      [1:0]  DRAM_BA,
      output             DRAM_CAS_N,
      output             DRAM_CKE,
      output             DRAM_CLK,
      output             DRAM_CS_N,
      inout       [15:0] DRAM_DQ,
      output             DRAM_LDQM,
      output             DRAM_RAS_N,
      output             DRAM_UDQM,
      output             DRAM_WE_N,
      output             FAN_CTRL,
      output             FPGA_I2C_SCLK,
      inout              FPGA_I2C_SDAT,
      inout     [35:0]         GPIO_0,
      inout     [35:0]         GPIO_1,
      output      [6:0]  HEX0,
      output      [6:0]  HEX1,
      output      [6:0]  HEX2,
      output      [6:0]  HEX3,
      output      [6:0]  HEX4,
      output      [6:0]  HEX5,
      input              IRDA_RXD,
      output             IRDA_TXD,
      input       [3:0]  KEY,
      output      [9:0]  LEDR,
      inout              PS2_CLK,
      inout              PS2_CLK2,
      inout              PS2_DAT,
      inout              PS2_DAT2,
      input       [9:0]  SW,
      input              TD_CLK27,
      input      [7:0]  TD_DATA,
      input             TD_HS,
      output             TD_RESET_N,
      input             TD_VS,
      output      [7:0]  VGA_B,
      output             VGA_BLANK_N,
      output             VGA_CLK,
      output      [7:0]  VGA_G,
      output             VGA_HS,
      output      [7:0]  VGA_R,
      output             VGA_SYNC_N,
      output             VGA_VS
);
dut #(
	.p_gen_period			(10)
)
CORE
(
	.i_clock_50mhz		(CLOCK_50),
	.i_reset				(SW[9]),
	.bin_val				(SW[8:0]),
	.o_clk		    	(LEDR[9]),
   .o_bin_led			(LEDR[8:0]),
   .o_seven_sigm                 ({HEX3,HEX2,HEX1,HEX0})
);
endmodule
module ClkDivider
#(
	parameter p_start_value = 0,			    
	parameter p_finish_value = 255	   	 
)
(
	input		logic		i_clk,					 
	input		logic		i_reset,				    
	output	logic		[25:0] o_data,
	output	logic		o_impulse				 
);
	always_ff @(posedge i_clk, negedge i_reset) begin
		if (~i_reset) begin                           
			o_impulse	<= 0;
			o_data <= '0;
			end
		else begin
			if (o_data == p_finish_value) begin		    
						o_data <= p_start_value;		    
						o_impulse <= 1;						 
						end
			else begin 
						o_data <= o_data + 1;			    
						o_impulse <= 0;						 
						end 										 
			end
		end
endmodule
module dut
	#(
		parameter p_gen_period = 2000					    
	)
	(
		input		logic 	i_clock_50mhz,				    
		input		logic		i_reset,						    
		input		logic		[8:0] bin_val,						    
		output	logic		o_clk,						    
		output logic [8:0] o_bin_led,						 
		output	logic		[3:0][6:0]	o_seven_sigm    
	);
	localparam int lp_div_cnt = 1000000000/(2*p_gen_period);	 
	logic clk_imp;
	logic [3:0][3:0] hex_code_wire;
	assign o_clk = clk_imp;
	ClkDivider 
	#(
		.p_start_value 	(0),
		.p_finish_value 	(lp_div_cnt)
	)
	CLOCK_DIVIDER
	(
		.i_clk				(i_clock_50mhz),		 
		.i_reset				(i_reset),
		.o_data				(),
		.o_impulse			(clk_imp)			    
	);
	encoder ENC
	(
		.iReset				(i_reset),
		.i_b_val			(bin_val),
		.o_data				(hex_code_wire)
	);
	hex_disp SEV_SEG_DISP (
		.clk						(clk_imp),
		.rstN						(i_reset),
		.in_reg					(hex_code_wire),
		.i_b_val				(bin_val),
		.o_b_val				(o_bin_led),
		.out_seg				(o_seven_sigm)
	);
endmodule
module hex_disp (
	input	 logic clk, rstN, 
	input  logic [3:0][3:0] in_reg,
	input  logic [8:0] i_b_val,
	output logic [8:0] o_b_val,
	output logic [3:0][6:0] out_seg
);
	always_ff @(posedge clk, negedge rstN)
		if (~rstN) begin                                       
			out_seg <= '1;
			end
		else begin
			out_seg <= '1;
			for (int i = 2, k = 0; i >= 0; i--) begin
				if (k == 0 && in_reg[i] == 4'b0 && i > 0) begin
					continue;
					end
				else begin
					k++;
					if (k == 1) begin                             
						case (in_reg[3])
						4'b1101: out_seg[i + 1] <= 7'b0111111;
						4'b1100: out_seg[i + 1] <= '1;
						default: out_seg[i + 1] <= 7'b0001000;
						endcase
						end				
					case (in_reg[i])                              
					4'b0000: out_seg[i] <= 7'b1000000;
					4'b0001: out_seg[i] <= 7'b1111001;
					4'b0010: out_seg[i] <= 7'b0100100;
					4'b0011: out_seg[i] <= 7'b0110000;
					4'b0100: out_seg[i] <= 7'b0011001;
					4'b0101: out_seg[i] <= 7'b0010010;
					4'b0110: out_seg[i] <= 7'b0000010;
					4'b0111: out_seg[i] <= 7'b1111000;
					4'b1000: out_seg[i] <= 7'b0000000;
					4'b1001: out_seg[i] <= 7'b0010000;
					default: out_seg[i] <= '1;
					endcase
					end
				end
			end
		always_ff @(posedge clk, negedge rstN)              
			if (~rstN)                                       
				o_b_val <= '0;
			else
				o_b_val <= i_b_val;
endmodule
module encoder (
	input logic iReset,
	input logic [8:0] i_b_val,
	output logic [3:0][3:0] o_data
);
		logic [7:0] bcd_bin_v;
		always_comb begin
				o_data = '0;
				bcd_bin_v[7:0] = i_b_val[7:0];
				if (i_b_val[8] == 1'b1) begin                     
					o_data[3] = 4'b1101;
					end
				else begin
					o_data[3] = 4'b1100;
					end	
				for (int i = 0; i < 8; i++) begin                 
					for (int j = 0; j <= 2; j++) begin
						if (o_data[j] >= 4'b0101)
							o_data[j] += 2'b11;                      
						end
					o_data[2] = {o_data[2][2:0], o_data[1][3]};    
					o_data[1] = {o_data[1][2:0], o_data[0][3]};
					o_data[0] = {o_data[0][2:0], bcd_bin_v[7]};
					bcd_bin_v <<= 1;
					end
				end
endmodule

===== run.sh =====
#!/bin/bash
# OpenROAD 26Q1-2900-gdf79404cd8, Yosys 0.63+post, stock flow scripts
make -C /OpenROAD-flow-scripts/flow DESIGN_CONFIG=/design/flow/config.mk WORK_HOME=/design/flow/orfs finish

==> results.json <==
{
  "power_density_nw_per_um2": 231.4,
  "core_area_um2": 18580,
  "crit_type": "reg2out",
  "ys.flops": 57,
  "place_congestion": 0.7903,
  "xor_area_share_pct": 5.600,
  "syn2layout_area_growth_pct": 10.65,
  "netlist_area_um2": 4066,
  "p_sw_uw": 433.9,
  "worstPathRequired_ns": 3.76,
  "io_pins": 241,
  "track_usage_pct": 6.716,
  "dp_hpwl_um": 6758,
  "final_util_pct": 24.22,
  "vias_per_cell": 3.982,
  "tritoncts": "built",
  "min_period_ns": 2.368,
  "dieArea_um2": 24650,
  "io_buffer_count": 42,
  "simple_gate_share_pct": 18.34,
  "hold_path_class": "reg2reg",
  "setup_ws_ns": 2.332,
  "unclocked_pins": 30,
  "synth_area_per_cell_um2": 9.284,
  "clk_latency_ns": 0.26,
  "crit_arrival_ns": 1.43,
  "clock_path_buffers": 2,
  "path_clk_slew_ns": 0.06,
  "vias": 2819,
  "clockPowerShare_pct": 18.1,
  "drv_cap": 0,
  "n_antenna_cell": 0,
  "finalSetupViolations": 0,
  "slew_headroom_pct": 47.93,
  "hold_viol": 0,
  "tightest_slew_ns": 0.7729,
  "tns_ns": 0,
  "synthAdderAreaFrac_pct": 5.846,
  "fp.dieW_um": 157,
  "warnings": 154,
  "status": "finished clean",
  "slew_violations": 0,
  "grt.overflow.total": 0,
  "worst_setup_path_start_kind": "register",
  "ff_type": "dfrtp_1",
  "enable_flop_cells": 0,
  "cts_hold_buf": 0,
  "swShare_pct": 41.67,
  "fp_util_pct": 21.89,
  "syn_inst": 438,
  "drive_above_1_share_pct": 10.34,
  "drt_iter0_drc": 92,
  "grt_pass1_wl_um": 13920,
  "p_int_uw": 607.4,
  "first_global_vias": 2890,
  "synth.logic.top_family": "simple AND/OR/NAND/NOR gates",
  "clock_skew_ns": 0.002448,
  "postSynthSeqShare_pct": 35.72,
  "cp-end-kind": "primary output",
  "ir_worst_vdd_uv": 129.7,
  "drc_errors": 0,
  "p_leak_nw": 2.012,
  "dr.pass1.iters": 4,
  "rrSetupSlack_ns": 2.52,
  "combPwrFrac_pct": 57.7,
  "cts_buffers": 3,
  "rows": 50,
  "yosys_area_um2": 4066,
  "placed_cell_area_um2": 4420,
  "synth_cell_types": 67,
  "cts.repair.resized": 0,
  "rsz0062_at_grt": "false",
  "root_buffer": "clkbuf_16",
  "ys_sh_aoi_pct": 13.29,
  "post_cts_buffers": 0,
  "untimed_endpoints": 157,
  "seqPwrFrac_pct": 24.2,
  "grt_antenna_before_repair": 0,
  "yosys_warnings": 74,
  "power_mw": 1.041,
  "grt_max_degree": 58,
  "fmax_mhz": 422.3,
  "worstPathMaxFanout": 31,
  "avgRoutedWirePerCell_um": 12.09,
  "htreeDepth": 1,
  "die_h_um": 157,
  "fin_area_um2": 4499,
  "detailedPlace.worstSlack_ns": 2.584,
  "yosysCellCount": 438,
  "muxShareOfSynthArea_pct": 2.985,
  "wl_um": 8562,
  "antenna_left": 0,
  "finalCritPeriodShare_pct": 50.38,
  "synth_async_sr_flop_share_pct": 100.0
}
-- state kept, by name, summed over array words and instances (netlist names) --
| name | cells |
|---|---|
| CORE.SEV_SEG_DISP.o_b_val | 9 |
| CORE.CLOCK_DIVIDER.o_impulse | 1 |
| CORE.SEV_SEG_DISP.out_seg | 21 |
| CORE.CLOCK_DIVIDER.o_data | 26 |
-- cell type report --
cell class	instances	area (um^2)
sequential	57	1453
fill	1950	14080
clock buffer	4	78.83
timing repair buffer	44	430.4
inverter	18	67.56
multi-input combinational	351	2177
tap	234	292.8
-- through the flow --
step	hold WS, ns	std cells
3_3_place_gp	0.4810	704
4_1_cts	0.4907	708
3_5_place_dp	0.4781	704
2_1_floorplan	0.4561	517
6_report	0.4854	708
5_1_grt	0.5313	708
-- metal layers --
metal  share of wire (%)  track usage (%)  vias up  routed length [um]
li1                    -                -     1418                   -
met1                  46            9.133     1310                3970
met2                  48            11.56       87                4069
met3                 5.7            1.053        4                 486
met4                0.41           0.4045        0                  35
met5                   0                0        -                   0
-- worst paths after layout --
kind | start | endpoint | cells after the start
worst max-delay path | CORE.CLOCK_DIVIDER.o_impulse$_DFF_PN0_ | LEDR[9] | 2
worst min-delay path | CORE.CLOCK_DIVIDER.o_data[9]$_DFF_PN0_ | CORE.CLOCK_DIVIDER.o_data[9]$_DFF_PN0_ | 1
worst max register to register | CORE.CLOCK_DIVIDER.o_data[2]$_DFF_PN0_ | CORE.CLOCK_DIVIDER.o_data[23]$_DFF_PN0_ | 8
worst min register to register | CORE.CLOCK_DIVIDER.o_data[9]$_DFF_PN0_ | CORE.CLOCK_DIVIDER.o_data[9]$_DFF_PN0_ | 1
max in group asynchronous | SW[9] | CORE.CLOCK_DIVIDER.o_data[13]$_DFF_PN0_ | 2
min in group asynchronous | SW[9] | CORE.CLOCK_DIVIDER.o_data[5]$_DFF_PN0_ | 2
-- placed cells by master (no fill, tap or decap), types with 7 or more instances in the layout --
master           count
conb_1              81
clkdlybuf4s50_1     41
dfrtp_1             36
nor2_1              33
nand2_1             28
dfstp_2             21
ha_1                19
inv_1               17
nand3_1             17
a21oi_1             17
xnor2_1             14
o21ai_0             13
xor2_1              12
nor3_1              10
and2_1               8
and3_1               7
-- cells by family (layout without fill, tap and decap cells) --
| family | Yosys count | after routing |
|---|---|---|
| xor+xnor | 26 | 26 |
| simple gates | 140 | 140 |
| fa+ha+maj | 19 | 19 |
| compound gates | 74 | 74 |
| flops | 57 | 57 |
| other cells | 2 | 81 |
| buf+inv | 109 | 66 |
| mux | 11 | 11 |
-- Yosys cell counts, drive strengths merged, types with 2 or more instances --
cell | n | area [um^2]
nor4 | 2 | 27.53
mux2i | 5 | 50.05
o21a | 2 | 15.01
a21o | 3 | 22.52
buf | 85 | 643.1
o2bb2ai | 2 | 17.52
nand2b | 4 | 25.02
or2 | 3 | 18.77
a31oi | 4 | 25.02
or3 | 4 | 35.03
o211ai | 3 | 22.52
ha | 19 | 237.7
nor2 | 33 | 123.9
and3 | 7 | 43.79
nor2b | 3 | 18.77
o21bai | 3 | 26.27
and4 | 6 | 55.05
inv | 18 | 67.56
nand4 | 5 | 31.28
a21oi | 17 | 85.08
xnor2 | 14 | 122.6
nor3 | 10 | 50.05
o21ai | 16 | 80.07
nand2 | 29 | 111.4
a211oi | 5 | 55.05
dfrtp | 36 | 900.9
or4 | 4 | 30.03
o31ai | 2 | 20.02
clkbuf | 6 | 22.52
and2 | 9 | 56.31
a311oi | 2 | 17.52
dfstp | 21 | 551.8
mux2 | 6 | 71.31
o211a | 3 | 30.03
nand3 | 17 | 85.08
conb | 2 | 7.510
xor2 | 12 | 105.1
-- critical path, cell delays in order (launching register included) --
cell and delay, ns:
dfrtp_1 0.34, buf_4 0.30, clkdlybuf4s50_1 0.53
-- power groups by stage --
stage	registers [mW]	logic, mW	clock network, mW
after global routing	0.252	0.689	0.206
after CTS	0.252	0.607	0.195
final	0.252	0.600	0.189
Power and IR drop assume default switching activity.
